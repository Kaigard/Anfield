## design.v

```verilog
module CrsRegFile (
  input Clk,
  input Rst,
  input [63:0] CsrWriteDataClintIn, 
  input [11:0] CsrWriteAddrClintIn,
  input CsrWriteEnableClintIn,
  output [63:0] CsrMstatusReadDataToClint,
  output [63:0] CsrMtvecReadDataToClint,
  output [63:0] CsrMepcReadDataToClint,
  output [63:0] CsrMieReadDataToClint,
  output [63:0] CsrMipReadDataToClint,
  input [63:0] CsrWriteDataWbIn,
  input [11:0] CsrWriteAddrWbIn,
  input CsrWriteEnableWbIn,
  input [11:0] CsrReadAddrIdIn,
  input CsrReadEnableIdIn,
  output reg [63:0] CsrReadDataToId,
  output IntEnableOut
);
  reg [63:0] Mtvec;
  reg [63:0] Mepc;
  reg [63:0] Mcause;
  reg [63:0] Mie;
  reg [63:0] Mip;
  reg [63:0] Mtval;
  reg [63:0] Mscratch;
  reg [63:0] Mstatus;
  assign CsrMstatusReadDataToClint = Mstatus;
  assign CsrMtvecReadDataToClint = Mtvec;
  assign CsrMepcReadDataToClint = Mepc;
  always @ (posedge Clk) begin
    if(!Rst) begin
      Mtvec <= 64'h0000_0000_8000_0000;
      Mepc <= 64'h0;
      Mcause <= 64'h0;
      Mie <= 64'h0;
      Mip <= 64'h0;
      Mtval <= 64'h0;
      Mscratch <= 64'h0;
      Mstatus <= 64'h0;
    end else begin
      case ({CsrWriteEnableWbIn, CsrWriteEnableClintIn})
        2'b10 : begin
          case (CsrWriteAddrWbIn)
            12'h643 : Mtvec <= CsrWriteDataWbIn;
            12'h341 : Mepc <= CsrWriteDataWbIn;
            12'h342 : Mcause <= CsrWriteDataWbIn;
            12'h304 : Mie <= CsrWriteDataWbIn;
            12'h344 : Mip <= CsrWriteDataWbIn;
            12'h343 : Mtval <= CsrWriteDataWbIn;
            12'h340 : Mscratch <= CsrWriteDataWbIn;
            12'h300 : Mstatus <= CsrWriteDataWbIn;
            default : ;
          endcase
        end
        2'b01 : begin
          case (CsrWriteAddrClintIn)
            12'h643 : Mtvec <= CsrWriteDataClintIn;
            12'h341 : Mepc <= CsrWriteDataClintIn;
            12'h342 : Mcause <= CsrWriteDataClintIn;
            12'h304 : Mie <= CsrWriteDataClintIn;
            12'h344 : Mip <= CsrWriteDataClintIn;
            12'h343 : Mtval <= CsrWriteDataClintIn;
            12'h340 : Mscratch <= CsrWriteDataClintIn;
            12'h300 : Mstatus <= CsrWriteDataClintIn;
            default : ;
          endcase
        end
        default : begin
          Mtvec <= Mtvec;
          Mepc <= Mepc;
          Mcause <= Mcause;
          Mie <= Mie;
          Mip <= Mip;
          Mtval <= Mtval;
          Mscratch <= Mscratch;
          Mstatus <= Mstatus;
        end
      endcase
    end
  end
  always @ ( * ) begin
    if(CsrReadEnableIdIn && (CsrReadAddrIdIn == CsrWriteAddrWbIn) && CsrWriteEnableWbIn) begin
      CsrReadDataToId = CsrWriteDataWbIn;
    end else if(CsrReadEnableIdIn) begin
      case (CsrReadAddrIdIn)
        12'h643 : CsrReadDataToId = Mtvec;
        12'h341 : CsrReadDataToId = Mepc;
        12'h342 : CsrReadDataToId = Mcause;
        12'h304 : CsrReadDataToId = Mie;
        12'h344 : CsrReadDataToId = Mip;
        12'h343 : CsrReadDataToId = Mtval;
        12'h340 : CsrReadDataToId = Mscratch;
        12'h300 : CsrReadDataToId = Mstatus;
        default : ;
      endcase
    end else begin
      CsrReadDataToId = 64'h0;
    end
  end
endmodule
```

## run.sh

```bash
#!/bin/bash
# OpenROAD 26Q1-2900-gdf79404cd8, Yosys 0.63+post, stock flow scripts
make -C /OpenROAD-flow-scripts/flow DESIGN_CONFIG=/design/flow/config.mk WORK_HOME=/design/flow/orfs finish
```

## config.mk

```make
export PLATFORM = sky130hd
export DESIGN_NAME = CrsRegFile
export DESIGN_NICKNAME = CrsRegFile
export VERILOG_FILES = /design/flow/design.v
export SDC_FILE = /design/flow/constraint.sdc
export NUM_CORES = 4
export LEC_CHECK = 1
export CORE_UTILIZATION = 30
```

## constraint.sdc

```tcl
current_design CrsRegFile

set clk_period 15.1
set clk_io_pct 0.2

create_clock -name clk0 -period $clk_period [get_ports {Clk}]

set non_clock_inputs [all_inputs -no_clocks]
set_input_delay [expr $clk_period * $clk_io_pct] -clock clk0 $non_clock_inputs
set_output_delay [expr $clk_period * $clk_io_pct] -clock clk0 [all_outputs]
```

==> flow_metrics.py <==
# Flow results
metrics = {
    "grt": {
        "met3_global_route_usage_pct": 4.64,
        "grt_max_degree": 131,
        "grt_first_pass_wirelength_um": 127000,
        "first_global_vias": 20400,
        "grt_util_met1_pct": 29.0,
        "grt_util_met2_pct": 30.6,
        "grt_util_all_layers_pct": 19.8,
        "grt_antenna_before_repair": 8,
        "grt_most_used_layer": "met2",
        "globalRouteOverflowTotal": 0,
    },
    "worst_setup_path": {
        "crit_path_end_kind": "register",
        "crit_path_top_delay_cell": "sky130_fd_sc_hd__ha_1",
        "path_max_fanout": 68,
        "data_required_time_at_the_worst_endpoint_ps": 15610,
        "critical-path-top-cell-by-count": "sky130_fd_sc_hd__buf_4",
        "element_type_at_the_critical_path_start": "input port",
        "cp_data_arrival_time_ps": 6480,
        "worstSetupPathType": "input port to register",
        "path_delay_family": "buffers and inverters",
        "critPathMaxStageDelay_ps": 680,
        "worstPathCellList": "clkdlybuf4s50_1 > inv_1 > ha_1 > nor2_1 > o22ai_4 > buf_4 > buf_4 > nand3_1 > o21ai_0",
        "cp_num_buf_inv": 4,
    },
    "detailed_routing": {
        "dr.pass1.iters": 5,
        "detailedRoute.firstIterationViolations": 1404,
        "routed_wl_um": 82900,
        "remaining_drc_errors": 0,
        "dr_total_vias": 21500,
        "detail-route-antenna-nets": 0,
        "post_drt_wl_per_cell_um": 19.9,
        "routed_via_density": 5.14,
    },
    "floorplan": {
        "fp-utilization_pct": 30.3,
        "dieWidth_um": 290,
        "die_h_um": 290,
        "boundary_pins": 554,
        "chip_area_mm2": 0.0841,
        "rows": 105,
        "core_box_area_mm2": 0.0821,
    },
    "final_timing": {
        "min_period_over_period_pct": 39.5,
        "finalClockSkew_ps": 0,
        "timing.final.max_slew_violations": 0,
        "max_freq_mhz": 168,
        "unrepaired_setup_endpoints_after_global_routing": "no",
        "register_pins_left_without_a_clock": 64,
        "finalSetupViolCount": 0,
        "worst_pin_slew_ps": 913,
        "hold_viol_final": 0,
        "worst_relative_slew_slack_pct": 39.1,
        "period_minus_slack_ps": 5970,
        "post-route-worst-setup-slack_ps": 9130,
        "final.setup.tns_ps": 0,
        "untimed_endpoints": 128,
    },
    "min_path": {
        "min-delay-path-class": "register to register",
    },
    "power_and_ir_drop": {
        "power_leakage_nw": 10.7,
        "power.ir.vdd_worst_uv": 69.4,
        "cellPowerDensity_mw_per_mm2": 110,
    },
    "synthesis": {
        "synth-compound-area-share_pct": 21.4,
        "yosys.cell_types.count": 57,
        "ys_cells": 2815,
        "dominant_non_sequential_cell_family_after_synthesis": "AND-OR/OR-AND gates",
        "postSynth.asyncResetShare_pct": 0,
        "muxShareOfSynthArea_pct": 8.41,
        "postSynth.topFlopCell": "sky130_fd_sc_hd__dfxtp_1",
        "syn_area_per_cell_um2": 8.84,
        "xor_area_share_pct": 0.423,
        "ys_sh_simple_pct": 15.0,
        "post_synth_instance_area_mm2": 0.0249,
        "synthAdderAreaFrac_pct": 0.101,
        "synth_cells": 2815,
        "yosys_area_mm2": 0.0249,
        "ys_seq_elements": 576,
        "enable_flop_cells": 0,
        "ys_warn_count": 130,
    },
    "placement": {
        "hpwlAfterDp_um": 53100,
        "pre_cts_slack_ps": 8570,
        "placedInstanceArea_mm2": 0.0290,
        "finalWeightedCongestion": 0.836,
        "buffer_ports.inserted": 424,
    },
    "finish": {
        "regArea_mm2": 0.0112,
        "final_design_area_no_fill_mm2": 0.0310,
        "final_core_util_pct": 37.7,
        "fill_cells": 8102,
        "syn_to_final_growth_pct": 24.6,
        "fraction_of_final_layout_cells_sized_beyond_drive_strength_1_pct": 10.0,
        "logic_area_mm2": 0.0119,
    },
    "run": {
        "stage_log_warnings": 34,
        "drv_cap": 0,
    },
    "clock_tree": {
        "cts_inserted_buffers": 55,
        "clkTransAtPathRegs_ps": 60,
        "cts_buffer_depth": 3,
        "ctsRootBufferMaster": "sky130_fd_sc_hd__clkbuf_16",
        "cts-resized-gates": 0,
        "cts_tree": "done",
        "post-cts-setup-buffer-count": 0,
        "cts_hold_repair.buffers": 0,
        "htreeDepth": 2,
        "clk-insertion-delay-late_ps": 580,
    },
    "run_status": {
        "outcome": "finished clean",
    },
}
[cells in the mapped netlist, types with 3 or more instances]
cell	instances	area (um2)
sky130_fd_sc_hd__o31ai_2	10	125
sky130_fd_sc_hd__xnor2_1	12	105
sky130_fd_sc_hd__clkbuf_1	100	375
sky130_fd_sc_hd__inv_1	6	22.5
sky130_fd_sc_hd__o221a_1	54	608
sky130_fd_sc_hd__buf_2	78	390
sky130_fd_sc_hd__nor2b_1	3	18.8
sky130_fd_sc_hd__o21ai_2	4	35.0
sky130_fd_sc_hd__buf_6	28	315
sky130_fd_sc_hd__nand4bb_1	4	45.0
sky130_fd_sc_hd__nand3_1	516	2580
sky130_fd_sc_hd__o21ai_1	165	826
sky130_fd_sc_hd__a221oi_1	63	552
sky130_fd_sc_hd__o22ai_1	3	18.8
sky130_fd_sc_hd__clkbuf_2	13	65.1
sky130_fd_sc_hd__o221a_2	9	101
sky130_fd_sc_hd__or3_1	5	31.3
sky130_fd_sc_hd__or4b_1	3	30.0
sky130_fd_sc_hd__nor2_1	70	263
sky130_fd_sc_hd__a21oi_1	3	15.0
sky130_fd_sc_hd__buf_1	61	229
sky130_fd_sc_hd__nand2_1	132	495
sky130_fd_sc_hd__nor4_1	8	50.1
sky130_fd_sc_hd__mux2i_1	66	661
sky130_fd_sc_hd__o31ai_1	55	413
sky130_fd_sc_hd__o21ai_0	412	2060
sky130_fd_sc_hd__nand4_1	3	18.8
sky130_fd_sc_hd__mux2_2	127	1430
sky130_fd_sc_hd__buf_4	132	991
sky130_fd_sc_hd__a22oi_1	63	473
sky130_fd_sc_hd__dlxtn_1	64	961
sky130_fd_sc_hd__dfxtp_1	512	10200
[through the flow]
| step | hold WS (ps) | total power [mW] | std cells |
|---|---|---|---|
| floorplan | 434 | 1.81 | 2943 |
| global placement | 445 | 2.02 | 4068 |
| detailed placement | 450 | 2.02 | 4068 |
| CTS | 460 | 3.46 | 4168 |
| global route | 478 | 3.57 | 4172 |
| finish | 457 | 3.42 | 4175 |
[placed cells by master, fill, tap and decap left out, types with 10 or more instances in the layout]
cell type	n
sky130_fd_sc_hd__conb_1	129
sky130_fd_sc_hd__mux2_2	127
sky130_fd_sc_hd__o31ai_1	55
sky130_fd_sc_hd__a22oi_1	63
sky130_fd_sc_hd__o21ai_0	412
sky130_fd_sc_hd__nand3_1	514
sky130_fd_sc_hd__dfxtp_1	512
sky130_fd_sc_hd__nand2_1	132
sky130_fd_sc_hd__a221oi_1	63
sky130_fd_sc_hd__buf_4	45
sky130_fd_sc_hd__clkbuf_8	13
sky130_fd_sc_hd__clkbuf_16	56
sky130_fd_sc_hd__clkbuf_1	12
sky130_fd_sc_hd__nor2_1	69
sky130_fd_sc_hd__o21ai_1	164
sky130_fd_sc_hd__xnor2_1	12
sky130_fd_sc_hd__dlxtn_1	64
sky130_fd_sc_hd__o31ai_2	10
sky130_fd_sc_hd__mux2i_1	66
sky130_fd_sc_hd__o221a_1	54
sky130_fd_sc_hd__clkdlybuf4s50_1	419
[cell type report]
class | count | area share, %
multi-input combinational | 1949 | 38.4
sequential | 576 | 36.2
timing repair buffer | 467 | 14.8
clock buffer | 81 | 5.25
tap | 1070 | 4.32
clock inverter | 19 | 0.941
inverter | 6 | 0.0727
antenna | 7 | 0.0565
[worst register-to-register path, cell delays in order (launching register included)]
cell and delay (ps):
sky130_fd_sc_hd__dfxtp_1 430, sky130_fd_sc_hd__nand3_1 110, sky130_fd_sc_hd__o21ai_1 110
[cell families (layout without fill, tap and decap cells)]
kind of cell,after synthesis,after routing
AOI/OAI and AO/OA,849,849
xor gates and xnor gates,12,12
adders and majority gates,2,2
buffers and inverters,418,573
DFF,512,512
latches,64,64
muxes,193,193
other,1,136
and+or+nand+nor,764,764
[final timing paths]
path | end | cells after the start | slack (ps) | start
max | Mie[23] | 9 | 9130 | CsrWriteEnableClintIn
min | Mscratch[56] | 2 | 460 | Mscratch[56]
max reg2reg | Mepc[56] | 2 | 14390 | Mepc[56]
min reg2reg | Mscratch[56] | 2 | 460 | Mscratch[56]
[sequential cells by signal (all words and copies together) (netlist names)]
name / flops
Mcause: 64
CsrReadDataToId: 64
Mstatus: 64
Mip: 64
Mie: 64
Mtval: 64
Mscratch: 64
Mtvec: 64
Mepc: 64
[per-layer routing]
layer  part of all wire (%)  vias to the layer above
li1                       -                    10600
met2                     45                      618
met1                     46                    10200
met5                  0.016                        -
met3                    6.9                       92
met4                    1.7                        2
[power breakdown]
part           switching (mW)  internal (mW)
logic                   0.262          0.202
registers              0.0609           1.46
clock network           0.565          0.863
total                   0.888           2.53
No activity file was given, so power comes from the tool's default toggle rates.
