==> flow/design.v <==
module CLA_4Bits(PP,GP,S,A,B,CI);
  output          PP,GP;                   
  output [3:0]    S;                       
  input  [3:0]    A,B;                     
  input           CI;                      
  wire [3:0] P =  A | B;
  wire [3:0] G =  A & B;
  wire  C1 =  G[0] | P[0]&CI;
  wire  C2 =  G[1] | P[1]&C1;
  wire  C3 =  G[2] | P[2]&C2;
  wire [3:0] C = { C3, C2, C1, CI };
  assign PP = & P[3:0];
  assign GP = G[3] | P[3]&G[2] | P[3]&P[2]&G[1] | P[3]&P[2]&P[1]&G[0];
  assign S  =  A ^ B ^ C ;
endmodule
module CLA_Gen_2Bits(PPP,GPP,C4,PP,GP,CI);
  output          PPP, GPP, C4;
  input  [1:0]    PP, GP;
  input           CI;
  assign C4=GP[0] | PP[0]&CI,
         GPP=GP[1] | PP[1]&GP[0],
         PPP=PP[1]&PP[0];
endmodule
module CLA_Gen_4Bits(PPP,GPP,C4,C8,C12,PP,GP,CI);
  output          PPP, GPP, C4, C8, C12;
  input  [3:0]    PP, GP;
  input           CI;
      assign C4=GP[0] | PP[0]&CI,
             C8=GP[1] | PP[1]&GP[0] | PP[1]&PP[0]&CI,
             C12=GP[2] | PP[2]&GP[1] | PP[2]&PP[1]&GP[0] | PP[2]&PP[1]&PP[0]&CI,
             GPP=GP[3] | PP[3]&GP[2] | PP[3]&PP[2]&GP[1] | PP[3]&PP[2]&PP[1]&GP[0],
             PPP = & PP[3:0];
endmodule
module CLA_16Bits(PPP,GPP,S,A,B,CI);
  output          GPP, PPP;
  output [15:0]   S;
  input  [15:0]   A,B;
  input           CI;
  wire   [3:0]    PP, GP;
  wire            C4, C8, C12;
  CLA_4Bits  BITS30(PP[0],GP[0],S[3:0],A[3:0],B[3:0],CI),
             BITS74(PP[1],GP[1],S[7:4],A[7:4],B[7:4],C4),
             BITS118(PP[2],GP[2],S[11:8],A[11:8],B[11:8],C8),
             BITS1512(PP[3],GP[3],S[15:12],A[15:12],B[15:12],C12);
  CLA_Gen_4Bits GEN150(PPP,GPP,C4,C8,C12,PP[3:0],GP[3:0],CI);
endmodule
module CLA_64Bits(PPP,GPP,S,A,B,CI);
  output          GPP, PPP;
  output [63:0]   S;
  input  [63:0]   A,B;
  input           CI;
  wire   [3:0]    PP, GP;
  wire            C16, C32, C48;
  CLA_16Bits     BITS15_0(PP[0],GP[0],S[15:0],A[15:0],B[15:0],CI),
                 BITS31_16(PP[1],GP[1],S[31:16],A[31:16],B[31:16],C16),
                 BITS47_32(PP[2],GP[2],S[47:32],A[47:32],B[47:32],C32),
                 BITS63_48(PP[3],GP[3],S[63:48],A[63:48],B[63:48],C48);
  CLA_Gen_4Bits  GEN63_0(PPP,GPP,C16,C32,C48,PP[3:0],GP[3:0],1'b0);
endmodule
module CLA_32Bit_Adder(CO,S,A,B,CI);
  output          CO;
  output [31:0]   S;
  input  [31:0]   A,B;
  input           CI;
  wire            GPP, PPP;
  wire   [1:0]    PP, GP;
  wire            C16, C32, C48;
  CLA_16Bits     BITS15_0(PP[0],GP[0],S[15:0],A[15:0],B[15:0],CI),
                 BITS31_16(PP[1],GP[1],S[31:16],A[31:16],B[31:16],C16);
  CLA_Gen_2Bits  GEN31_0(PPP,GPP,C16,PP[1:0],GP[1:0],CI);
  assign         CO =  GPP | PPP&CI;
endmodule
module CLA_64Bit_Adder(CO,S,A,B,CI);
  output          CO;
  output [63:0]   S;
  input  [63:0]   A,B;
  input           CI;
  wire            GPP, PPP;
  wire   [3:0]    PP, GP;
  wire            C16, C32, C48;
  CLA_16Bits     BITS15_0(PP[0],GP[0],S[15:0],A[15:0],B[15:0],CI),
                 BITS31_16(PP[1],GP[1],S[31:16],A[31:16],B[31:16],C16),
                 BITS47_32(PP[2],GP[2],S[47:32],A[47:32],B[47:32],C32),
                 BITS63_48(PP[3],GP[3],S[63:48],A[63:48],B[63:48],C48);
  CLA_Gen_4Bits  GEN63_0(PPP,GPP,C16,C32,C48,PP[3:0],GP[3:0],CI);
  assign         CO =  GPP | PPP&CI;
endmodule
module CLA_128Bit_Adder_CLK(Clk, Rst, S, A, B);
  input Clk;
  input Rst;
  output reg [127:0]   S;
  input  [127:0]   A,B;
  wire            GPP, PPP;
  wire   [1:0]    PP, GP;
  wire            C64;
  reg [127:0] SInside;
  CLA_64Bits     BITS63_0(PP[0],GP[0],SInside[63:0],A[63:0],B[63:0],1'b0),
                 BITS128_64(PP[1],GP[1],SInside[127:64],A[127:64],B[127:64],C64);
  CLA_Gen_2Bits  GEN63_0(PPP,GPP,C64,PP[1:0],GP[1:0],1'b0);
  always @ (posedge Clk) begin
    if(!Rst) begin
      S <= 128'h0;
    end else begin
      S <= SInside;
    end
  end
endmodule
module CLA_128Bit_Adder(S, A, B);
  output reg [127:0]   S;
  input  [127:0]   A,B;
  wire            GPP, PPP;
  wire   [1:0]    PP, GP;
  wire            C64;
  CLA_64Bits     BITS63_0(PP[0],GP[0],S[63:0],A[63:0],B[63:0],1'b0),
                 BITS128_64(PP[1],GP[1],S[127:64],A[127:64],B[127:64],C64);
  CLA_Gen_2Bits  GEN63_0(PPP,GPP,C64,PP[1:0],GP[1:0],1'b0);
endmodule
module MulPreProcessing(
  input [63:0] MulitiplicandFromEx,
  input [63:0] MulitiplierFromEx,
  input [6:0] MulOpCodeFromEx,
  input [2:0] MulFunct3FromEx,
  input [6:0] MulOpCodeToEx,
  input [2:0] MulFunct3ToEx,
  input MulitiplicandHighestBit,
  input MulitiplierHighestBit,
  input [127:0] Product,
  output [63:0] Mulitiplicand,
  output [63:0] Mulitiplier,
  output reg [127:0] ProductToEx
);
  wire [63:0] InvMulitiplicand;
  CLA_64Bit_Adder CLA_InvMulitiplicand ( , InvMulitiplicand, ~MulitiplicandFromEx, 64'h0000_0000_0000_0001, 1'b0);
  wire [63:0] Mulitiplicand_RV64M;
  wire [63:0] Mulitiplicand_RV32M;
  MuxKeyWithDefault #(2, 7, 64) MulitiplicandConverter (Mulitiplicand, MulOpCodeFromEx, 64'b0, {
    7'b0110011, Mulitiplicand_RV32M,
    7'b0111011, Mulitiplicand_RV64M
  });
    MuxKeyWithDefault #(4, 3, 64) MulitiplicandConverter_RV32M (Mulitiplicand_RV32M, MulFunct3FromEx, 64'b0, {
      3'b000, MulitiplicandFromEx,
      3'b001, (MulitiplicandHighestBit ? InvMulitiplicand : MulitiplicandFromEx),
      3'b010, (MulitiplicandHighestBit ? InvMulitiplicand : MulitiplicandFromEx),
      3'b011, MulitiplicandFromEx
    });
    MuxKeyWithDefault #(1, 3, 64) MulitiplicandConverter_RV64M (Mulitiplicand_RV64M, MulFunct3FromEx, 64'b0, {
      3'b000, MulitiplicandFromEx
    });
  wire [63:0] InvMulitiplier;
  CLA_64Bit_Adder CLA_InvMulitiplier ( , InvMulitiplier, ~MulitiplierFromEx, 64'h0000_0000_0000_0001, 1'b0);
  wire [63:0] Mulitiplier_RV64M;
  wire [63:0] Mulitiplier_RV32M;
  MuxKeyWithDefault #(2, 7, 64) MulitiplierConverter (Mulitiplier, MulOpCodeFromEx, 64'b0, {
    7'b0110011, Mulitiplier_RV32M,
    7'b0111011, Mulitiplier_RV64M
  });
    MuxKeyWithDefault #(4, 3, 64) MulitiplierConverter_RV32M (Mulitiplier_RV32M, MulFunct3FromEx, 64'b0, {
      3'b000, MulitiplierFromEx,
      3'b001, (MulitiplierHighestBit ? InvMulitiplier : MulitiplierFromEx),
      3'b010, MulitiplierFromEx,
      3'b011, MulitiplierFromEx
    });
    MuxKeyWithDefault #(1, 3, 64) MulitiplierConverter_RV64M (Mulitiplier_RV64M, MulFunct3FromEx, 64'b0, {
      3'b000, MulitiplierFromEx
    });
  wire [127:0] InvProduct;
  CLA_128Bit_Adder CLA_InvProduct (InvProduct, ~Product, 128'h0000_0000_0000_0000_0000_0000_0000_0001);
  always @( * ) begin
    case (MulOpCodeToEx)
      7'b0110011 : begin
        case (MulFunct3ToEx)
          3'b000 : ProductToEx = Product;
          3'b001 : begin
            case({MulitiplicandHighestBit, MulitiplierHighestBit})
              2'b00, 2'b11 : ProductToEx = Product;
              2'b01, 2'b10 : ProductToEx = InvProduct;
              default : ;
            endcase
          end
          3'b010 : ProductToEx = MulitiplicandHighestBit ? InvProduct : Product;
          3'b011 : ProductToEx = Product;
          default : ;
        endcase
      end
      7'b0111011 : ProductToEx = Product;
      default : ;
    endcase
  end
endmodule
module MuxKeyInternal 
#(
  parameter NR_KEY = 2, 
  parameter KEY_LEN = 1, 
  parameter DATA_LEN = 1, 
  parameter HAS_DEFAULT = 0
) 
(
  output reg [DATA_LEN-1:0] out,
  input [KEY_LEN-1:0] key,
  input [DATA_LEN-1:0] default_out,
  input [NR_KEY*(KEY_LEN + DATA_LEN)-1:0] lut
);
  localparam PAIR_LEN = KEY_LEN + DATA_LEN;
  wire [PAIR_LEN-1:0] pair_list [NR_KEY-1:0];
  wire [KEY_LEN-1:0] key_list [NR_KEY-1:0];
  wire [DATA_LEN-1:0] data_list [NR_KEY-1:0];
  generate
    genvar n;
    for (n = 0; n < NR_KEY; n = n + 1) begin
      assign pair_list[n] = lut[PAIR_LEN*(n+1)-1 : PAIR_LEN*n];
      assign data_list[n] = pair_list[n][DATA_LEN-1:0];
      assign key_list[n]  = pair_list[n][PAIR_LEN-1:DATA_LEN];
    end
  endgenerate
  reg [DATA_LEN-1 : 0] lut_out;
  reg hit;
  integer i;
  always @(*) begin
    lut_out = 0;
    hit = 0;
    for (i = 0; i < NR_KEY; i = i + 1) begin
      lut_out = lut_out | ({DATA_LEN{key == key_list[i]}} & data_list[i]);
      hit = hit | (key == key_list[i]);
    end
    if (!HAS_DEFAULT) out = lut_out;
    else out = (hit ? lut_out : default_out);
  end
endmodule
module MuxKeyWithDefault 
#(
  parameter NR_KEY = 2, 
  parameter KEY_LEN = 1, 
  parameter DATA_LEN = 1
) 
(
  output [DATA_LEN-1:0] out,
  input [KEY_LEN-1:0] key,
  input [DATA_LEN-1:0] default_out,
  input [NR_KEY*(KEY_LEN + DATA_LEN)-1:0] lut
);
  MuxKeyInternal #(NR_KEY, KEY_LEN, DATA_LEN, 1) i0 (out, key, default_out, lut);
endmodule
==> flow/run.sh <==
#!/bin/bash
# OpenROAD 26Q1-2900-gdf79404cd8, Yosys 0.63+post, stock flow scripts
make -C /OpenROAD-flow-scripts/flow DESIGN_CONFIG=/design/flow/config.mk WORK_HOME=/design/flow/orfs finish
==> flow/config.mk <==
export PLATFORM = sky130hd
export DESIGN_NAME = MulPreProcessing
export DESIGN_NICKNAME = MulPreProcessing
export VERILOG_FILES = /design/flow/design.v
export SDC_FILE = /design/flow/constraint.sdc
export NUM_CORES = 4
export LEC_CHECK = 1
export CORE_AREA = 10 10 272 272
export DIE_AREA = 0 0 282 282
==> flow/constraint.sdc <==
current_design MulPreProcessing

set clk_period 32.9
set clk_io_pct 0.2

create_clock -name clk0 -period $clk_period

set non_clock_inputs [all_inputs -no_clocks]
set_input_delay [expr $clk_period * $clk_io_pct] -clock clk0 $non_clock_inputs
set_output_delay [expr $clk_period * $clk_io_pct] -clock clk0 [all_outputs]
==> impl_table.tex <==
% Implementation results table
\begin{tabular}{lr}
\hline
Metric & Value \\
\hline
\multicolumn{2}{l}{\textbf{Worst setup path}} \\
\quad Arrival time of the worst setup path & $\sim$10,000 ps \\
\quad CP Capture Type & output port \\
\quad Crit path DRT & 26,320 ps \\
\quad Critical path peak fanout & 6 \\
\quad CP startpoint kind & primary input \\
\quad Worst Setup Path Type & primary input to output port \\
\multicolumn{2}{l}{\textbf{Yosys}} \\
\quad Top-area cell share & 20.59\% \\
\quad Number of register bits inferred by synthesis & 128 \\
\quad Top cell type by instance count after synthesis & sky130\_fd\_sc\_hd\_\_inv\_1 \\
\quad Synth warnings & 4 \\
\quad Cell taking the most area after synthesis & sky130\_fd\_sc\_hd\_\_dlxtn\_1 \\
\quad Comb area leader & adder cells \\
\quad Commonest cells in the netlist & sky130\_fd\_sc\_hd\_\_inv\_1, sky130\_fd\_sc\_hd\_\_ha\_1, sky130\_fd\_sc\_hd\_\_dlxtn\_1 \\
\quad Summed instance area of the synthesized netlist & 0.009326 mm² \\
\quad Post-synthesis async set-or-reset flop share & 0\% \\
\quad Main synth FF type & sky130\_fd\_sc\_hd\_\_dlxtn\_1 \\
\quad Number of enable flip-flop cells & 0 \\
\quad Area fraction in and, or, nand and nor cells & 19.13\% \\
\quad Chip area line of the yosys report & slightly above 0.009 mm² \\
\quad Multiplexer share & 7.124\% \\
\quad Yosys cell count & 1,121 \\
\quad Area share of xor/xnor cells in the synthesized design & 6.480\% \\
\quad Syn avg cell area & 8.320 µm² \\
\quad Yosys cell types & 44 \\
\quad Adders+Majority by Area & 20.53\% \\
\quad Most area-consuming cells after synthesis & sky130\_fd\_sc\_hd\_\_dlxtn\_1, sky130\_fd\_sc\_hd\_\_ha\_1, sky130\_fd\_sc\_hd\_\_a22o\_1 \\
\quad Compound-cell area share of the yosys netlist & about 15\% \\
\quad Number of cells produced by synthesis & 1,121 \\
\multicolumn{2}{l}{\textbf{Clocking}} \\
\quad Cell resize tally after clock tree synthesis & 0 \\
\quad Post-CTS setup buffer count & 0 \\
\quad Number of buffers inserted by hold repair at cts & 0 \\
\multicolumn{2}{l}{\textbf{Global route}} \\
\quad Initial antenna violation count & 5 \\
\quad Leftover overflow at the end of global routing & 0 \\
\quad Global-route wire length before repair & approximately 65 mm \\
\quad Vias in the first global route & 9,816 \\
\quad Gr usage total & 11.04\% \\
\quad Pin count of the biggest net entering global routing & 84 \\
\multicolumn{2}{l}{\textbf{Finish}} \\
\quad Max reg flops & 128 \\
\quad Area grow syn2layout & 67.48\% \\
\quad End-of-flow core utilization & 22.85\% \\
\quad Layout cell share with drive strength beyond 1 & 7.147\% \\
\quad Number of standard cells in the layout, taps in and fillers out & 2,493 \\
\multicolumn{2}{l}{\textbf{Timing}} \\
\quad Endpoints left unconstrained & between 200 and 300 \\
\quad Fin crit period & 16,970 ps \\
\quad Pins Over Slew Limit & 0 \\
\quad Worst slew pin tran & 832.7 ps \\
\quad Worst slew margin & about 44\% \\
\quad Number of register pins that no clock reaches & 128 \\
\quad Final-layout setup total negative slack & 0 ps \\
\quad Maximum clock rate & 58.93 MHz \\
\quad Final setup fails & 0 \\
\quad Final critical-path share of the clock period & between 50 and 60\% \\
\quad Final hold violations & 0 \\
\quad RSZ-0062 raised after global routing & no \\
\multicolumn{2}{l}{\textbf{Status}} \\
\quad Run status & complete, no violations \\
\multicolumn{2}{l}{\textbf{Worst hold path}} \\
\quad Hold Crit Class & primary input to output port \\
\multicolumn{2}{l}{\textbf{Detailed routing}} \\
\quad Number of antenna-violating nets in the routed design & 0 \\
\quad Wire length per cell & 18.60 µm \\
\quad Via count of the routed design & 9,972 \\
\quad DRC errors left & 0 \\
\quad Number of optimization iterations in the first detailed-route pass & 7 \\
\quad Initial DRC Count & 336 \\
\quad Overall routed net length & 46.36 mm \\
\quad Via count normalized by instance count & 4.000 \\
\multicolumn{2}{l}{\textbf{Place}} \\
\quad Routability-driven placement congestion ratio & 0.9382 \\
\quad Number of buffer cells added on primary ports & 534 \\
\quad Number of placed instances with taps included & 2,491 \\
\quad Post-DP HPWL & 39.73 mm \\
\multicolumn{2}{l}{\textbf{Die}} \\
\quad Chip Height & between 200 and 300 µm \\
\quad Num ports & about 530 \\
\quad Core Density at Floorplan & a little over an eighth \\
\quad Die X & 282 µm \\
\quad DIE AREA & between 0.07 and 0.08 mm² \\
\quad Core footprint & 0.06835 mm² \\
\quad Standard-cell row count & 96 \\
\multicolumn{2}{l}{\textbf{Pwr}} \\
\quad IR Drop Worst-Case VDD & 6.275 µV \\
\quad Leakage power & 6.813 nW \\
\quad PwrDens & 9.009 mW/mm² \\
\multicolumn{2}{l}{\textbf{Run}} \\
\quad OpenROAD warnings & 32 \\
\quad Max-cap violations & 0 \\
\hline
\end{tabular}
-- metal layers --
metal	up-vias	global-route usage, %	share of wire [%]
li1	4943	-	-
met1	4555	13.07	40
met2	426	18.94	47
met3	40	4.002	11
met4	8	2.221	2.3
met5	-	0	0.11
-- power breakdown --
part | switching [mW] | internal [mW] | leakage [nW]
Combinational | 0.0446 | 0.0746 | 5.77
Sequential | 0.00377 | 0.0177 | 1.04
Clock | 0 | 0.00000000337 | 0.0000127
-- worst paths after layout --
kind,start,end,slack (ps),depth (start not counted)
worst min-delay path,MulitiplicandFromEx[0],Mulitiplicand[0],14160,3
worst max-delay path,MulitiplicandFromEx[3],Mulitiplicand[47],15930,13
-- cell families after synthesis --
family,Yosys count
mux,59
compound gates,196
buf+inv,235
simple gates,281
fa+ha+maj,153
latches,128
xor+xnor,69
-- layout by cell type (no fill, tap or decap), types with 2 or more instances in the layout --
cell type / count
sky130_fd_sc_hd__nand2_1: 44
sky130_fd_sc_hd__and3_1: 2
sky130_fd_sc_hd__dlxtn_1: 128
sky130_fd_sc_hd__and2_1: 15
sky130_fd_sc_hd__a21o_1: 15
sky130_fd_sc_hd__nor2_1: 26
sky130_fd_sc_hd__or4_1: 58
sky130_fd_sc_hd__nand4b_1: 3
sky130_fd_sc_hd__nand3_2: 3
sky130_fd_sc_hd__o21ai_0: 32
sky130_fd_sc_hd__a22o_1: 94
sky130_fd_sc_hd__buf_4: 18
sky130_fd_sc_hd__nor4b_1: 17
sky130_fd_sc_hd__ha_1: 153
sky130_fd_sc_hd__mux2_2: 59
sky130_fd_sc_hd__a31o_2: 15
sky130_fd_sc_hd__xnor2_1: 69
sky130_fd_sc_hd__or4_4: 4
sky130_fd_sc_hd__diode_2: 2
sky130_fd_sc_hd__a21oi_1: 34
sky130_fd_sc_hd__nor4bb_1: 2
sky130_fd_sc_hd__nor4_2: 2
sky130_fd_sc_hd__nor4_1: 11
sky130_fd_sc_hd__nor3_1: 14
sky130_fd_sc_hd__nand2b_1: 17
sky130_fd_sc_hd__or3_1: 30
sky130_fd_sc_hd__clkdlybuf4s50_1: 533
sky130_fd_sc_hd__nor3b_1: 2
sky130_fd_sc_hd__nor4_4: 3
sky130_fd_sc_hd__inv_1: 171
sky130_fd_sc_hd__nor3_2: 2
sky130_fd_sc_hd__nand3_1: 16
-- worst max-delay path: stages --
cell and delay (ps):
sky130_fd_sc_hd__clkdlybuf4s50_1 510, sky130_fd_sc_hd__or4_4 640, sky130_fd_sc_hd__nor4_4 440, sky130_fd_sc_hd__nand4_1 360
sky130_fd_sc_hd__nor3_1 260, sky130_fd_sc_hd__ha_1 180, sky130_fd_sc_hd__ha_1 140, sky130_fd_sc_hd__ha_1 150
sky130_fd_sc_hd__nand2b_1 120, sky130_fd_sc_hd__nand2_1 60, sky130_fd_sc_hd__a31o_2 230, sky130_fd_sc_hd__a21oi_1 170
sky130_fd_sc_hd__clkdlybuf4s50_1 530
-- stage by stage --
stage                     power, mW  hold WS, ps  area [µm²]  setup slack, ps
final                        0.1407        14160       15620            15930
after global routing         0.1528        14190       15620            15720
after CTS                    0.1431        14160       15620            15950
after detailed placement     0.1424        14150       15620            15960
after global placement       0.1419        14170       15620            15970
after floorplan             0.05652        13230        9326            17510
-- cell type report --
type | count | area, µm²
Antenna cell | 2 | 5.005
Timing Repair Buffer | 552 | 5475
Multi-Input combinational cell | 758 | 6472
Fill cell | 7442 | 52730
Inverter | 171 | 641.9
Tap cell | 882 | 1104
Sequential cell | 128 | 1922
Power and IR drop assume default switching activity.
