### design/flow/constraint.sdc
current_design CLA_128Bit_Adder_CLK

set clk_period 13.9
set clk_io_pct 0.2

create_clock -name clk0 -period $clk_period [get_ports {Clk}]

set non_clock_inputs [all_inputs -no_clocks]
set_input_delay [expr $clk_period * $clk_io_pct] -clock clk0 $non_clock_inputs
set_output_delay [expr $clk_period * $clk_io_pct] -clock clk0 [all_outputs]
### design/flow/design.v
module CLA_4Bits(PP,GP,S,A,B,CI);
  output          PP,GP;                   
  output [3:0]    S;                       
  input  [3:0]    A,B;                     
  input           CI;                      
  wire [3:0] P =  A | B;
  wire [3:0] G =  A & B;
  wire  C1 =  G[0] | P[0]&CI;
  wire  C2 =  G[1] | P[1]&C1;
  wire  C3 =  G[2] | P[2]&C2;
  wire [3:0] C = { C3, C2, C1, CI };
  assign PP = & P[3:0];
  assign GP = G[3] | P[3]&G[2] | P[3]&P[2]&G[1] | P[3]&P[2]&P[1]&G[0];
  assign S  =  A ^ B ^ C ;
endmodule
module CLA_Gen_2Bits(PPP,GPP,C4,PP,GP,CI);
  output          PPP, GPP, C4;
  input  [1:0]    PP, GP;
  input           CI;
  assign C4=GP[0] | PP[0]&CI,
         GPP=GP[1] | PP[1]&GP[0],
         PPP=PP[1]&PP[0];
endmodule
module CLA_Gen_4Bits(PPP,GPP,C4,C8,C12,PP,GP,CI);
  output          PPP, GPP, C4, C8, C12;
  input  [3:0]    PP, GP;
  input           CI;
      assign C4=GP[0] | PP[0]&CI,
             C8=GP[1] | PP[1]&GP[0] | PP[1]&PP[0]&CI,
             C12=GP[2] | PP[2]&GP[1] | PP[2]&PP[1]&GP[0] | PP[2]&PP[1]&PP[0]&CI,
             GPP=GP[3] | PP[3]&GP[2] | PP[3]&PP[2]&GP[1] | PP[3]&PP[2]&PP[1]&GP[0],
             PPP = & PP[3:0];
endmodule
module CLA_16Bits(PPP,GPP,S,A,B,CI);
  output          GPP, PPP;
  output [15:0]   S;
  input  [15:0]   A,B;
  input           CI;
  wire   [3:0]    PP, GP;
  wire            C4, C8, C12;
  CLA_4Bits  BITS30(PP[0],GP[0],S[3:0],A[3:0],B[3:0],CI),
             BITS74(PP[1],GP[1],S[7:4],A[7:4],B[7:4],C4),
             BITS118(PP[2],GP[2],S[11:8],A[11:8],B[11:8],C8),
             BITS1512(PP[3],GP[3],S[15:12],A[15:12],B[15:12],C12);
  CLA_Gen_4Bits GEN150(PPP,GPP,C4,C8,C12,PP[3:0],GP[3:0],CI);
endmodule
module CLA_64Bits(PPP,GPP,S,A,B,CI);
  output          GPP, PPP;
  output [63:0]   S;
  input  [63:0]   A,B;
  input           CI;
  wire   [3:0]    PP, GP;
  wire            C16, C32, C48;
  CLA_16Bits     BITS15_0(PP[0],GP[0],S[15:0],A[15:0],B[15:0],CI),
                 BITS31_16(PP[1],GP[1],S[31:16],A[31:16],B[31:16],C16),
                 BITS47_32(PP[2],GP[2],S[47:32],A[47:32],B[47:32],C32),
                 BITS63_48(PP[3],GP[3],S[63:48],A[63:48],B[63:48],C48);
  CLA_Gen_4Bits  GEN63_0(PPP,GPP,C16,C32,C48,PP[3:0],GP[3:0],1'b0);
endmodule
module CLA_32Bit_Adder(CO,S,A,B,CI);
  output          CO;
  output [31:0]   S;
  input  [31:0]   A,B;
  input           CI;
  wire            GPP, PPP;
  wire   [1:0]    PP, GP;
  wire            C16, C32, C48;
  CLA_16Bits     BITS15_0(PP[0],GP[0],S[15:0],A[15:0],B[15:0],CI),
                 BITS31_16(PP[1],GP[1],S[31:16],A[31:16],B[31:16],C16);
  CLA_Gen_2Bits  GEN31_0(PPP,GPP,C16,PP[1:0],GP[1:0],CI);
  assign         CO =  GPP | PPP&CI;
endmodule
module CLA_64Bit_Adder(CO,S,A,B,CI);
  output          CO;
  output [63:0]   S;
  input  [63:0]   A,B;
  input           CI;
  wire            GPP, PPP;
  wire   [3:0]    PP, GP;
  wire            C16, C32, C48;
  CLA_16Bits     BITS15_0(PP[0],GP[0],S[15:0],A[15:0],B[15:0],CI),
                 BITS31_16(PP[1],GP[1],S[31:16],A[31:16],B[31:16],C16),
                 BITS47_32(PP[2],GP[2],S[47:32],A[47:32],B[47:32],C32),
                 BITS63_48(PP[3],GP[3],S[63:48],A[63:48],B[63:48],C48);
  CLA_Gen_4Bits  GEN63_0(PPP,GPP,C16,C32,C48,PP[3:0],GP[3:0],CI);
  assign         CO =  GPP | PPP&CI;
endmodule
module CLA_128Bit_Adder_CLK(Clk, Rst, S, A, B);
  input Clk;
  input Rst;
  output reg [127:0]   S;
  input  [127:0]   A,B;
  wire            GPP, PPP;
  wire   [1:0]    PP, GP;
  wire            C64;
  reg [127:0] SInside;
  CLA_64Bits     BITS63_0(PP[0],GP[0],SInside[63:0],A[63:0],B[63:0],1'b0),
                 BITS128_64(PP[1],GP[1],SInside[127:64],A[127:64],B[127:64],C64);
  CLA_Gen_2Bits  GEN63_0(PPP,GPP,C64,PP[1:0],GP[1:0],1'b0);
  always @ (posedge Clk) begin
    if(!Rst) begin
      S <= 128'h0;
    end else begin
      S <= SInside;
    end
  end
endmodule
module CLA_128Bit_Adder(S, A, B);
  output reg [127:0]   S;
  input  [127:0]   A,B;
  wire            GPP, PPP;
  wire   [1:0]    PP, GP;
  wire            C64;
  CLA_64Bits     BITS63_0(PP[0],GP[0],S[63:0],A[63:0],B[63:0],1'b0),
                 BITS128_64(PP[1],GP[1],S[127:64],A[127:64],B[127:64],C64);
  CLA_Gen_2Bits  GEN63_0(PPP,GPP,C64,PP[1:0],GP[1:0],1'b0);
endmodule
### design/flow/run.sh
#!/bin/bash
# OpenROAD 26Q1-2900-gdf79404cd8, Yosys 0.63+post, stock flow scripts
make -C /OpenROAD-flow-scripts/flow DESIGN_CONFIG=/design/flow/config.mk WORK_HOME=/design/flow/orfs finish
### design/flow/config.mk
export PLATFORM = sky130hd
export DESIGN_NAME = CLA_128Bit_Adder_CLK
export DESIGN_NICKNAME = CLA_128Bit_Adder_CLK
export VERILOG_FILES = /design/flow/design.v
export SDC_FILE = /design/flow/constraint.sdc
export NUM_CORES = 4
export LEC_CHECK = 1
export CORE_UTILIZATION = 30
==> impl_metrics.tcl <==
# flow metrics
set metrics [dict create \
    path_delay_family "AND-OR/OR-AND gates" \
    crit_required_ns 14.22 \
    critPathMaxStageDelay_ns 0.50 \
    synth.yosys.seq_area_share_pct 22.8 \
    worst_path_most_repeated_cell "fa_1" \
    max-vdd-ir-drop_v 0.0000830 \
    antenna-diode-count 0 \
    crit_path_cell_trace "clkdlybuf4s50_1, inv_1, ha_1, nor2_1, a2111oi_4, nand3_1, a311o_2, o211ai_1, a21oi_1, nor4_2, o31ai_1, fa_1, fa_1, fa_1, xor2_1, and2_1" \
    io_buffer_count 385 \
    critPathMaxFanout 5 \
    post-cts-setup-buffer-count 0 \
    avgViaCountPerCell 4.14 \
    grt_pass1_wl_mm 46.9 \
    instances_no_fill 2054 \
    crit_end "S[79]" \
    setup_repair_after_global_routing_missed_its_margin "no" \
    total_vias_in_the_final_route 8511 \
    grt_pass1_vias 8879 \
    synth_chip_area_um2 11300 \
    die_h_um 196 \
    yosys_warnings 1 \
    placement_rows 70 \
    cp_slowest_cell "a311o_2" \
    crit_path_start_kind "input port" \
    cts.sink_count 128 \
    synthesis.instances 1183 \
    placed_cells_incl_taps 2024 \
    path_depth 16 \
    synthXorXnorAreaFrac_pct 2.57 \
    clock_tree_from_tritoncts "yes" \
    cp_num_buf_inv 2 \
    initial_drt_pass_iterations 4 \
    reg_top3 "S (128)" \
    finalSetupViolations 0 \
    max_cap_viol_count 0 \
    area_growth_syn_to_layout_pct 44.7 \
    cts-root-buf "clkbuf_16" \
    power_density_nw_per_um2 82.7 \
    place_ws_ns 6.74 \
    max_slew.worst_pin.slew_ns 0.735 \
    final_cell_area_um2 16300 \
    hold_class "input port to register" \
    final_layout_size_suffix_gt1_share_pct 2.40 \
    cts-root-to-sink-buffers 2 \
    post-route-drc-count 0 \
    largest_net_degree_at_the_start_of_global_routing 68 \
    placeableCoreArea_um2 36800 \
    grt_usage_pct 16.2 \
    ys_dominant_reg_cell "dfxtp_1" \
    cellLeakagePower_uw 0.00794 \
    mux_share_pct 0 \
    synth_compound_gate_area_share_pct 7.24 \
    end_kind "register" \
    globalRoute.totalOverflow 0 \
    num_io_pins 386 \
    fillCellCount 3420 \
    simple_gate_share_pct 12.5 \
    fp_util_pct 30.6 \
    yosys.cell_types.count 48 \
    openroad_warning_count 240 \
    drt-initial-drc-count 164 \
    timing.final.crit_period_ns 6.61 \
    synth-edff-count 0 \
    top_non_seq_family "adder cells" \
    largest-register "S" \
    largest_reg_flops 128 \
    yosys_cells 1183 \
    cts_htree_levels 4 \
    synthesis.area_um2 11300 \
    postPlaceCellArea_um2 15700 \
    synth.ff_latch_count 128 \
    pins_over_their_slew_limit 0 \
    ant_nets 0 \
    status "completed" \
    antenna_found_initial 2 \
    worst-endpoint-arrival_ns 6.93 \
    die.size.x_um 196 \
    postLayoutSetupSlackWorst_ns 7.29 \
    timing.critical_path.from "A[6]" \
    cts_buffers 17 \
    fmax_mhz 151 \
    final_hold_violating_endpoints 0 \
    synth_async_sr_flop_share_pct 0 \
    drt-wirelength-per-cell_um 14.5 \
    dp_hpwl_mm 24.9 \
    finalWeightedCongestion 0.890 \
    chip_area_um2 38300 \
    yosys.area_share.adder_pct 44.3 \
    cts.hold.buffers_added 0 \
    routed_wl_mm 29.8 \
    post_synth.cell_area_avg_um2 9.52 \
    fin_setup_tns_ns 0 \
    ctsResizeCount 0 \
    setup.worst_path.class "input port to register" \
    clk_pin_slew_ns 0.06 \
    final.period_utilization_pct 47.5 \
    slew-limit-headroom_pct 50.6 \
]
-- area by class of cell --
class | instances | area, um^2 | area share, %
repair buffers | 387 | 3870 | 23.7
inverters | 304 | 1140 | 7.00
multi-input cells | 737 | 7500 | 46.1
clock inverters | 5 | 125 | 0.768
flip-flops and latches | 128 | 2560 | 15.7
clock buffers | 25 | 505 | 3.10
well taps | 468 | 586 | 3.59
-- cells in the final DEF, fill, tap and decap left out, types with 3 or more instances in the layout --
| cell type | netlist | routed |
|---|---|---|
| nand2_1 | 12 | 12 |
| o21ai_0 | 17 | 17 |
| a21oi_1 | 46 | 46 |
| a211o_1 | 4 | 4 |
| xnor2_1 | 4 | 4 |
| clkbuf_16 | 0 | 17 |
| xor2_1 | 29 | 29 |
| a21o_1 | 8 | 8 |
| clkbuf_1 | 14 | 3 |
| inv_1 | 304 | 304 |
| nor2b_1 | 24 | 24 |
| bufinv_16 | 0 | 4 |
| fa_1 | 95 | 95 |
| or4_1 | 9 | 9 |
| dfxtp_1 | 128 | 128 |
| nor2_1 | 31 | 31 |
| nor3_1 | 5 | 5 |
| ha_1 | 247 | 247 |
| nand3b_1 | 3 | 3 |
| clkdlybuf4s50_1 | 0 | 384 |
| o31ai_1 | 9 | 9 |
| clkbuf_8 | 0 | 5 |
| and2_1 | 120 | 120 |
| o211ai_1 | 5 | 5 |
| o21bai_1 | 10 | 10 |
| a21boi_0 | 3 | 3 |
| or3_1 | 3 | 3 |
| nor4_1 | 22 | 22 |
| a221oi_1 | 3 | 3 |
| buf_4 | 0 | 3 |
-- worst min path at each step --
stage     startpoint  endpoint  slack (ns)  cells after the start
4_1_cts          Rst     S[80]        2.91                      2
5_1_grt          Rst     S[80]        2.93                      2
6_report         Rst     S[80]        2.92                      2
-- metrics by stage --
stage                     util [%]  hold slack, ns  total power (uW)
after floorplan                  -            3.00               601
after global placement        42.6            3.39               865
after detailed placement      42.6            3.39               866
after CTS                     44.3            2.91              1380
after global routing          44.3            2.93              1440
final                         44.3            2.92              1350
-- synthesized netlist by cell type, drive strengths merged (3+ instances only) --
cell type / instances / area (um^2)
o21ai: 20 / 104
o211ai: 5 / 37.5
a21oi: 46 / 230
clkbuf: 14 / 52.6
a221oi: 3 / 26.3
nor2: 31 / 116
o21bai: 10 / 75.1
a211o: 4 / 35.0
or4: 9 / 67.6
nor4: 23 / 150
or3: 3 / 18.8
o31ai: 9 / 67.6
ha: 247 / 3090
fa: 95 / 1900
nand3b: 3 / 22.5
nor3: 5 / 25.0
and2: 120 / 751
a21o: 8 / 60.1
xor2: 29 / 254
nor2b: 24 / 150
dfxtp: 128 / 2560
a21boi: 3 / 22.5
xnor2: 4 / 35.0
nand2: 12 / 45.0
inv: 304 / 1140
-- per-layer routing --
| layer | part of all wire (%) | global-route usage, % | up-vias |
|---|---|---|---|
| met5 | 0.044 | 0 | - |
| met3 | 9.3 | 6.28 | 15 |
| met1 | 42 | 20.7 | 3916 |
| li1 | - | - | 4334 |
| met4 | 1.0 | 1.50 | 2 |
| met2 | 47 | 27.3 | 244 |
-- kinds of logic (layout without fill, tap and decap cells) --
group                      Yosys count  in the layout
AOI/OAI and AO/OA                  123            123
adders and majority gates          342            342
and+or+nand+nor                    239            239
xor gates and xnor gates            33             33
buffers and inverters              318            721
DFF                                128            128
-- power breakdown --
| part | switching, uW | internal (uW) | leakage, uW |
|---|---|---|---|
| Sequential | 14.4 | 419 | 0.00107 |
| Combinational | 165 | 254 | 0.00656 |
| Clock | 172 | 322 | 0.000309 |
Power figures rest on the tool's default switching activity, not on a simulated workload.
