==> design.v <==
module CasAdder4_2
#(parameter DataWidth = 128)
(
  input [DataWidth - 1 : 0] Addend0,
  input [DataWidth - 1 : 0] Addend1,
  input [DataWidth - 1 : 0] Addend2,
  input [DataWidth - 1 : 0] Addend3,
  output [DataWidth - 1 : 0] Sum,
  output [DataWidth - 1 : 0] Carry 
);
  wire [DataWidth - 1 : 0] Addend1AndAddend0 = Addend1 & Addend0;
  wire [DataWidth - 1 : 0] Addend2AndAddend0 = Addend2 & Addend0;
  wire [DataWidth - 1 : 0] Addend2AndAddend1 = Addend2 & Addend1;
  wire [DataWidth - 1 : 0] Sum1 = Addend0 ^ Addend1 ^ Addend2;
  wire [DataWidth : 0] Carry1 = {(Addend1AndAddend0 | Addend2AndAddend0 | Addend2AndAddend1), 1'b0};
  wire [DataWidth - 1 : 0] Carry2 = Carry1[DataWidth - 1 : 0];
  assign Sum = Sum1 ^ Addend3 ^ Carry2;
  wire [DataWidth : 0] Carry3 = {((Sum1 & Addend3) | (Sum1 & Carry2) | (Addend3 & Carry2)), 1'b0};
  assign Carry[DataWidth - 1 : 0] = Carry3[DataWidth - 1 : 0];
endmodule
==> run.sh <==
#!/bin/bash
# OpenROAD 26Q1-2900-gdf79404cd8, Yosys 0.63+post, stock flow scripts
make -C /OpenROAD-flow-scripts/flow DESIGN_CONFIG=/design/flow/config.mk WORK_HOME=/design/flow/orfs finish
==> config.mk <==
export PLATFORM = sky130hd
export DESIGN_NAME = CasAdder4_2
export DESIGN_NICKNAME = CasAdder4_2
export VERILOG_FILES = /design/flow/design.v
export SDC_FILE = /design/flow/constraint.sdc
export NUM_CORES = 4
export LEC_CHECK = 1
export CORE_AREA = 10 10 298 298
export DIE_AREA = 0 0 308 308
==> constraint.sdc <==
current_design CasAdder4_2

set clk_period 2.9
set clk_io_pct 0.2

create_clock -name clk0 -period $clk_period

set non_clock_inputs [all_inputs -no_clocks]
set_input_delay [expr $clk_period * $clk_io_pct] -clock clk0 $non_clock_inputs
set_output_delay [expr $clk_period * $clk_io_pct] -clock clk0 [all_outputs]
==> impl_metrics.tcl <==
# yosys + openroad results
set metrics [dict create \
    layout.filler_cells 9030 \
    std_cell_rows 105 \
    mappedNetlistArea_um2 5130 \
    hold-worst-slack_ns 1.80 \
    drive_gt1_share_pct 21.9 \
    critical_path.slowest_cell "sky130_fd_sc_hd__fa_2" \
    core_util_floorplan_pct 6.25 \
    remaining_drc_errors 0 \
    height_of_the_chip_um 308 \
    cp-end-kind "primary output" \
    grt_pass1_vias 7570 \
    rsz_0062_raised_after_global_routing "no" \
    wl_mm 67.4 \
    power.static_leakage_nw 5.58 \
    final_min_period_over_clock_period_pct 99.8 \
    design.core.area_um2 82100 \
    yosys_warning_total 0 \
    num_vias 5958 \
    cp_data_arrival_time_ns 2.31 \
    floorplan.die.width_um 308 \
    drt-pass1-iter-count 4 \
    timing.critical_path.cells "dlygate4sd2_1, fa_2, fa_1, clkdlybuf4s50_1" \
    max_cap_violations 0 \
    finalSetupViolations 0 \
    synth.yosys.num_cells 259 \
    die_area_um2 94900 \
    number_of_openroad_warnings 33 \
    count_of_antenna_violating_nets_left_after_detailed_routing 0 \
    globalplace.congestion 1.03 \
    grt_start_max_net_pins 2 \
    drv_slew 0 \
    detailedRoute.firstIterationViolations 137 \
    grt_first_pass_wirelength_mm 83.8 \
    areaGrowthSynthToFinish_pct 178 \
    fmax_mhz 345 \
    globalRoute.totalOverflow 0 \
    layout_top_cell_excl_fill_tap "sky130_fd_sc_hd__dlygate4sd2_1" \
    final_core_util_pct 17.3 \
    synth_cells 259 \
    crit_required_ns 2.32 \
    min_from "Addend1[105]" \
    routed_via_density 2.81 \
    status "completed" \
    io_buffer_count 767 \
    area.combinational_um2 5440 \
    overall_routing_resource_usage_pct 14.0 \
    seq_area_um2 0 \
    post-synth-top-area-fraction_pct 98.8 \
    critPathLaunchType "primary input" \
    post_cts.repair.setup_buffers 0 \
    yosys.cell_types.count 7 \
    synth-seq-area-share_pct 0 \
    dp.final_hpwl_mm 66.0 \
    yosys-stat-area_um2 5130 \
    ir_drop_uv 140 \
    end_point_of_the_worst_hold_path "Carry[107]" \
    synth.avg_cell_area_um2 19.8 \
    route.detailed.wl_per_inst_um 31.8 \
    antenna_found_initial 34 \
    synthTopCellsByArea "sky130_fd_sc_hd__fa_1, sky130_fd_sc_hd__xnor3_1, sky130_fd_sc_hd__ha_1" \
    timing.hold.worst_path_depth 4 \
    hold_violations 0 \
    accumulated_negative_setup_slack_ns 0 \
    postCtsHoldBufs 0 \
    path_class "in -> out" \
    cellPowerDensity_nw_per_um2 273 \
    layout.cell_area.non_filler_um2 14200 \
    clock_buffer_count 0 \
    largest_area_cell "sky130_fd_sc_hd__fa_1" \
    io_pins 768 \
    layout.cells.most_common_list "sky130_fd_sc_hd__dlygate4sd2_1, sky130_fd_sc_hd__clkdlybuf4s50_1, sky130_fd_sc_hd__fa_2" \
    fin_crit_ns 2.89 \
    crit_path_max_incr_delay_ns 0.57 \
    totalPowerFinal_w 0.00389 \
    number_of_sequential_storage_elements 0 \
    post_dp_area_um2 14400 \
    crit_path_max_fanout 1 \
    worstHoldPathType "in -> out" \
]
-- kinds of logic after synthesis --
| kind of cell | count (synthesis) | synth area share, % |
|---|---|---|
| adder cells (fa/ha/maj) | 254 | 99.0 |
| XOR/XNOR | 3 | 0.781 |
| buffers and inverters | 1 | 0.146 |
| other | 1 | 0.0731 |
-- where the power goes --
part	total [W]	switching (W)	internal [W]
registers	0	0	0
clock network	0.000000000877	0	0.000000000877
logic	0.00389	0.00168	0.00221
total	0.00389	0.00168	0.00221
-- how the worst max path moves through the flow --
stage	startpoint	end	slack, ns	depth (start not counted)
CTS	Addend0[40]	Sum[40]	-0.15	4
global route	Addend0[2]	Sum[2]	0.002	4
finish	Addend1[57]	Carry[58]	0.005	4
-- worst max-delay path: cells and delay by family --
family | cells | cell delay, ns
adders and majority gates | 2 | 1.04
buffers and inverters | 2 | 0.69
-- per-layer routing --
layer  GRT usage [%]  part of all wire, %
met1            13.2                   30
met2            28.2                   57
met3            5.86                   11
met4            1.33                  1.5
met5               0                 0.14
-- final cells by class --
class              instances  share of cell area [%]
repair buffers           773                    52.1
well taps               1070                    9.40
diodes                    19                   0.334
multi-input cells        258                    38.2
-- timing repair --
| item | 4_1_cts | 5_1_grt |
|---|---|---|
| setup endpoints to repair | 228 | 25 |
| resized | 696 | 30 |
| pin swaps | 189 | 28 |
-- cell usage after synthesis --
master / instances
sky130_fd_sc_hd__buf_4: 1
sky130_fd_sc_hd__conb_1: 1
sky130_fd_sc_hd__fa_1: 253
sky130_fd_sc_hd__ha_1: 1
sky130_fd_sc_hd__xnor2_1: 1
sky130_fd_sc_hd__xnor3_1: 1
sky130_fd_sc_hd__xor2_1: 1
-- metrics by stage --
stage | setup WS, ns | instances
6_report | 0.00514 | 2120
5_1_grt | 0.00219 | 2118
4_1_cts | -0.147 | 2101
3_5_place_dp | -0.620 | 2107
3_3_place_gp | -0.636 | 2107
2_1_floorplan | 0.810 | 259
Power figures rest on the tool's default switching activity, not on a simulated workload.
