$ cat ./config.mk
export PLATFORM = sky130hd
export DESIGN_NAME = Clint
export DESIGN_NICKNAME = Clint
export VERILOG_FILES = /design/flow/design.v
export SDC_FILE = /design/flow/constraint.sdc
export NUM_CORES = 4
export LEC_CHECK = 1
export CORE_AREA = 10 10 236 236
export DIE_AREA = 0 0 246 246
$ cat ./constraint.sdc
current_design Clint

set clk_period 8.4
set clk_io_pct 0.2

create_clock -name clk0 -period $clk_period [get_ports {Clk}]

set non_clock_inputs [all_inputs -no_clocks]
set_input_delay [expr $clk_period * $clk_io_pct] -clock clk0 $non_clock_inputs
set_output_delay [expr $clk_period * $clk_io_pct] -clock clk0 [all_outputs]
$ cat ./design.v
module Clint (
  input Clk,
  input Rst,
  input [63:0] InstAddrIn,
  input [63:0] ExcInfoIn,
  input IntEnableIn,
  input [63:0] CsrMstatusReadDataIn,
  input [63:0] CsrMtvecReadDataIn,
  input [63:0] CsrMepcReadDataIn,
  input [63:0] CsrMieReadDataIn,
  input [63:0] CsrMipReadDataIn,
  input IntAppearIn,
  input [5:0] IntFlagIn,
  output reg [63:0] CsrWriteDataOut,
  output reg [11:0] CsrWriteAddrOut,
  output reg CsrWriteEnableOut,
  output reg HoldFlagEndOut,
  output HoldFlagOut,
  output reg [63:0] JumpAddrOut,
  output ExcStopRegfile
);
  wire [15:0] IfStepExc = ExcInfoIn[63:48];
  wire [15:0] IdStepExc = ExcInfoIn[47:32];
  wire [15:0] ExStepExc = ExcInfoIn[31:16];                           
  wire [15:0] MemStepExc = ExcInfoIn[15:0];
  wire IfStepExc_En = IfStepExc[15];
  wire IdStepExc_En = IdStepExc[15];
  wire ExStepExc_En = ExStepExc[15];
  wire MemStepExc_En = MemStepExc[15];
  wire ExStepMRetEn = ExStepExc[13];
  wire [6:0] IfStepExc_ExcCode = IfStepExc[6:0];
  wire [6:0] IdStepExc_ExcCode = IdStepExc[6:0];
  wire [6:0] ExStepExc_ExcCode = ExStepExc[6:0];
  wire [6:0] MemStepExc_ExcCode = MemStepExc[6:0];
  reg [6:0] ExcCode;
  always @( * ) begin
    if(IfStepExc_En || IdStepExc_En ||ExStepExc_En || MemStepExc_En) begin
      if(IfStepExc_En) begin
        ExcCode = IfStepExc_ExcCode;
      end else if(IdStepExc_En) begin
        ExcCode = IdStepExc_ExcCode;
      end else if(ExStepExc_En) begin
        ExcCode = ExStepExc_ExcCode;
      end else if(MemStepExc_En) begin
        ExcCode = MemStepExc_ExcCode;
      end else begin
        ExcCode = 7'h00;
      end
    end else if(IntAppearIn) begin
      case (IntFlagIn)
        6'h08 : begin
          ExcCode = 7'h07;
        end
        default : begin
          ExcCode = 7'h00;
        end
      endcase
    end else begin
      ExcCode = 7'h00;
    end
  end
  reg [63:0] InstAddrRetention;
  reg [6:0] ExcCodeRetention;
  wire ExcAppear = (IfStepExc_En || IdStepExc_En || ExStepExc_En || MemStepExc_En);
  assign ExcStopRegfile = ExcAppear;
  always @(posedge Clk) begin
    if(!Rst) begin
      InstAddrRetention <= 64'h0;
      ExcCodeRetention <= 7'b0;
    end else if(ExcAppear || IntAppearIn) begin
      InstAddrRetention <= InstAddrIn;
      ExcCodeRetention <= ExcCode;
    end
  end
  assign HoldFlagOut = (ExcAppear || (IntAppearIn && CsrMstatusReadDataIn[3]) || ExStepMRetEn);
  parameter Idel = 7'b000_0000;
  parameter SyncExc = 7'b000_0001;
  parameter AsyncExc = 7'b000_0010;
  parameter SetMip = 7'b000_0100;
  parameter SetMepc = 7'b000_1000;
  parameter SetMcause = 7'b001_0000;
  parameter SetMstatus = 7'b010_0000;
  parameter MRet = 7'b100_0000; 
  reg [6:0] CurrentState;
  reg [6:0] NextState;
  reg [63:0] InstAddrOutRetention;
  always @(posedge Clk) begin
    if(!Rst) begin
      CurrentState <= Idel;
    end else begin
      CurrentState <= NextState;
    end
  end
  always @( * ) begin
    case (CurrentState) 
      Idel : begin
        if(IfStepExc_En || IdStepExc_En || ExStepExc_En || MemStepExc_En) begin
          NextState = SyncExc;
        end else if(IntAppearIn && CsrMstatusReadDataIn[3]) begin
          NextState = AsyncExc;
        end else if(ExStepMRetEn) begin
          NextState = MRet;
        end else begin
          NextState = Idel;
        end
      end
      SyncExc : begin
        NextState = SetMepc;
      end
      AsyncExc : begin
        NextState = SetMip;
      end
      SetMip : begin
        case (ExcCodeRetention)
          7'h7: begin
            NextState = (CsrMieReadDataIn[7] && CsrMipReadDataIn[7]) ? SetMepc : Idel;
          end
          default : begin
            NextState = Idel;
          end
        endcase
      end
      SetMepc : begin
        NextState = SetMcause;
      end
      SetMcause : begin
        NextState = SetMstatus;
      end
      SetMstatus : begin
        NextState = Idel;
      end
      MRet : begin
        NextState = Idel;
      end
      default : begin
        NextState = Idel;
      end
    endcase
  end
  always @( * ) begin
    case (CurrentState)
      AsyncExc : begin
        CsrWriteEnableOut = 1'b1;
        CsrWriteAddrOut = 12'h344;
        HoldFlagEndOut = 1'b0;
        JumpAddrOut = 64'h0000_0000_8000_0000;
        case (ExcCodeRetention)
          7'h01 : begin
            CsrWriteDataOut = 64'h0000_0000_0000_0002;
          end
          7'h03 : begin
            CsrWriteDataOut = 64'h0000_0000_0000_0008;
          end
          7'h05 : begin
            CsrWriteDataOut = 64'h0000_0000_0000_0020;
          end
          7'h07 : begin
            CsrWriteDataOut = 64'h0000_0000_0000_0080;
          end
          7'h09 : begin
            CsrWriteDataOut = 64'h0000_0000_0000_0200;
          end
          7'h0b : begin
            CsrWriteDataOut = 64'h0000_0000_0000_0800;
          end
          default : begin
            CsrWriteDataOut = 64'h0000_0000_0000_0000;
          end
        endcase 
      end
      SetMepc : begin
        CsrWriteEnableOut = 1'b1;
        CsrWriteAddrOut = 12'h341;
        CsrWriteDataOut = InstAddrRetention;
        HoldFlagEndOut = 1'b0;
        JumpAddrOut = 64'h0000_0000_8000_0000;
      end
      SetMcause : begin
        CsrWriteEnableOut = 1'b1;
        CsrWriteAddrOut = 12'h342;
        CsrWriteDataOut = {{57{1'b0}}, ExcCodeRetention};
        HoldFlagEndOut = 1'b0;
        JumpAddrOut = 64'h0000_0000_8000_0000;
      end
      SetMstatus : begin
        CsrWriteEnableOut = 1'b1;
        CsrWriteAddrOut = 12'h300;
        CsrWriteDataOut = {CsrMstatusReadDataIn[63:8], CsrMstatusReadDataIn[3], CsrMstatusReadDataIn[6:4], 1'b0, CsrMstatusReadDataIn[2:0]};
        HoldFlagEndOut = 1'b1;
        JumpAddrOut = CsrMtvecReadDataIn;
      end
      MRet : begin
        CsrWriteEnableOut = 1'b1;
        CsrWriteAddrOut = 12'h300;
        CsrWriteDataOut = {CsrMstatusReadDataIn[63:4], CsrMstatusReadDataIn[7], CsrMstatusReadDataIn[2:0]};
        JumpAddrOut = CsrMepcReadDataIn;
        HoldFlagEndOut = 1'b1;
      end
      default : begin
        CsrWriteEnableOut = 1'b0;
        CsrWriteAddrOut = 12'h000;
        CsrWriteDataOut = 64'h0;
        HoldFlagEndOut = 1'b0;
        JumpAddrOut = 64'h0000_0000_8000_0000;
      end
    endcase
  end
  always @(posedge Clk) begin
    if(!Rst) begin
      InstAddrOutRetention <= 64'h0;
    end else begin
      case (CurrentState)
        SyncExc : begin
          InstAddrOutRetention <= InstAddrRetention;
        end
        AsyncExc : begin
          InstAddrOutRetention <= InstAddrRetention + 4;
        end
        default : ;
      endcase 
    end
  end
endmodule
$ cat ./run.sh
#!/bin/bash
# OpenROAD 26Q1-2900-gdf79404cd8, Yosys 0.63+post, stock flow scripts
make -C /OpenROAD-flow-scripts/flow DESIGN_CONFIG=/design/flow/config.mk WORK_HOME=/design/flow/orfs finish
==> impl_metrics.yaml <==
# yosys + openroad results
placement:
  place_ws_ns: 2.934
  placed_area_sq_mm: 0.009502
  dpl.hpwl_um: 29580
  placedCellCount: 1607
  port_buffers: 437
  place_congestion: 0.9069
global_route:
  grt_overflow: 0
  grt_pass1_wl_um: 47120
  grt_pass1_vias: 5951
  track_usage_pct: 11.11
  grt_antenna_before_repair: 9
  grt_max_degree: 68
final_layout:
  final_cells: 1626
  drive_above_1_share_pct: 3.996
  area_growth_pct: 116.3
  final_cell_area_sq_mm: 0.009831
route:
  drc: 0
  ant_nets: 0
  wire_per_inst_um: 21.82
  viasPerCell: 3.638
  dr.first_iter.drc_count: 241
  wirelength_um: 35480
  drt_pass1_iterations: 8
  vias: 5916
timing:
  min_period_ns: 5.414
  tightest_slew_ns: 0.7832
  slew_violations: 0
  fin_crit_sh_pct: 64.45
  timing.fmax_mhz: 184.7
  grt_setup_unrepaired: "no"
  fin_worst_skew_ns: 0.01054
  hold_viol_final: 0
  setup_violations: 0
  worst_slack_ns: 2.986
  relSlewSlack_pct: 47.78
  fin_tns_setup_ns: 0
clock_network:
  tritoncts: "yes"
  holdBufCountCts: 0
  clk-insertion-delay-late_ns: 0.38
  htreeDepth: 3
  cts_made_buffers: 9
  postCtsSetupBuffers: 0
  cts_resized: 0
  path_clk_slew_ns: 0.08
  cts-root-buf: "clkbuf_16"
  clock-sinks: 79
  cts.path.max_buffers: 2
logic_synthesis:
  ys_area_sq_mm: 0.004546
  edf_count: 0
  avgSynthCellArea_sq_um: 8.250
  yosys-top-cells-area: "dfxtp_1 35%, a22o_1 23%, nand2_1 12%, a21boi_1 11%, clkbuf_1 3.1%"
  ys_cells: 551
  yosysTopAreaCell: "dfxtp_1"
  syn_inst: 551
  top_area_share_pct: 34.79
  ff_type: "dfxtp_1"
  yosys.stat.seqShare_pct: 34.79
  syn_area_sq_mm: 0.004546
  async_flop_share_pct: 0
  yosysWarningCount: 1
  ys_seq_elements: 79
  ys_types: 35
pwr:
  p_leak_nw: 3.578
  seqPwrFrac_pct: 37.2
  p_switching_mw: 0.2979
  power_density_mw_per_mm2: 113.2
  pwr-share-clk_pct: 39.8
  total_power_mw: 1.112
  combPwrFrac_pct: 23.0
  p_int_mw: 0.8146
  p_sw_share_pct: 26.78
  ir_drop_mv: 0.1256
die:
  fp_util_pct: 9.023
  core-area_sq_mm: 0.05038
  die_area_sq_mm: 0.06052
  ios: 602
  fp.dieH_um: 246
  rows: 82
  chipWidth_um: 246
job:
  tool_warnings: 183
  cap_violations: 0
setup_path:
  worst_setup_path_end_kind: "primary output"
  path_common_cell: "clkdlybuf4s50_1"
  crit_path_cell_trace: "clkdlybuf4s50_1 > nor4_4 > nand2_1 > or2_1 > clkdlybuf4s50_1"
  critPathKind: "primary input to primary output"
  critPathRequiredTime_ns: 6.72
  cp_max_fo: 9
  r2r_cells: 4
  critPathMaxStageDelay_ns: 0.60
  arrival_ns: 3.73
  critical-path-slowest-cell: "clkdlybuf4s50_1"
  cp-start-kind: "primary input"
status:
  outcome: "finished clean"
min_path:
  whs_path_depth: 2
  holdCritPathClass: "register to register"
[through the flow]
stage	hold WS [ns]	utilization, %
detailed placement	0.4316	18.86
global placement	0.4397	18.86
floorplan	0.4056	-
CTS	0.4483	19.50
finish	0.4427	19.51
global route	0.4671	19.51
[synth_stat cells (7+ instances only)]
cell type	number
a222oi_1	8
dfxtp_1	79
a221o_1	7
a21boi_1	65
buf_1	12
buf_4	7
nand3_1	9
buf_6	8
nand2_1	142
o21ai_0	8
a22o_1	117
clkbuf_1	37
inv_1	7
[per-layer routing]
layer / vias to the layer above / wire (um) / GRT usage [%]
met5: - / 78 / 0
met4: 10 / 764 / 2.523
met3: 35 / 3923 / 4.574
met2: 335 / 17030 / 18.79
met1: 2735 / 13690 / 12.86
li1: 2801 / - / -
[cells in the final DEF (no fill, tap or decap), drive strengths merged]
cell type      count
inv               12
buf                8
and2               3
nor4b              1
clkdlybuf4s50    436
conb               6
nand2b             4
or3                1
nand2            142
dfxtp             79
bufinv             1
nand3b             2
nor4               2
a222oi             8
diode              3
clkbuf             9
a21boi            68
a22o             117
a22oi              3
o2111ai            4
o221ai             4
clkinvlp           1
nor2               5
nor2b              1
nand3              9
or2                5
a221o              7
nor3               3
nand4              1
o21ai              8
clkinv             1
[power groups by stage]
stage	Sequential [mW]	Combinational [mW]	Clock [mW]
4_1_cts	0.414	0.262	0.472
5_1_grt	0.416	0.275	0.481
6_report	0.414	0.256	0.443
[worst max-delay path, delay by kind of cell]
kind	cells	cell delay, ns
AND/OR/NAND/NOR	3	0.97
buffers and inverters	2	1.07
[cells by family (layout without fill, tap and decap cells)]
family,Yosys count,in the layout,share of synthesized area [%]
other,1,9,0.08250
AOI/OAI and AO/OA,219,219,40.16
DFF,79,79,34.79
buffers and inverters,73,468,7.955
and+or+nand+nor,179,179,17.01
[worst paths after layout]
| path | slack, ns | startpoint | to |
|---|---|---|---|
| worst max register to register | 7.01 | ExcCodeRetention[3] | CurrentState[4] |
| worst max-delay path | 2.99 | ExcInfoIn[31] | HoldFlagOut |
| worst min register to register | 0.44 | CurrentState[5] | CurrentState[4] |
| worst min-delay path | 0.44 | CurrentState[5] | CurrentState[4] |
[cell type report]
class	count	area [sq um]
fill	5550	40550
timing repair buffer	444	4422
antenna	3	7.507
inverter	8	30.03
sequential	79	1585
clock buffer	9	225.2
multi-input combinational	404	2624
tap	672	840.8
clock inverter	7	96.34
[state kept, by name, summed over array words and instances, names as in the netlist]
name and count:
InstAddrRetention 64, CurrentState 8, ExcCodeRetention 7
Power figures rest on the tool's default switching activity, not on a simulated workload.
