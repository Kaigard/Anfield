`run.sh`:
```
#!/bin/bash
# OpenROAD 26Q1-2900-gdf79404cd8, Yosys 0.63+post, stock flow scripts
make -C /OpenROAD-flow-scripts/flow DESIGN_CONFIG=/design/flow/config.mk WORK_HOME=/design/flow/orfs finish
```
`config.mk`:
```
export PLATFORM = sky130hd
export DESIGN_NAME = CasAdder3_2
export DESIGN_NICKNAME = CasAdder3_2
export VERILOG_FILES = /design/flow/design.v
export SDC_FILE = /design/flow/constraint.sdc
export NUM_CORES = 4
export LEC_CHECK = 1
export CORE_AREA = 10 10 250 250
export DIE_AREA = 0 0 260 260
```
`design.v`:
```
module CasAdder3_2
#(parameter DataWidth = 128)
(
  input [DataWidth - 1 : 0] Addend0,
  input [DataWidth - 1 : 0] Addend1,
  input [DataWidth - 1 : 0] Addend2,
  output [DataWidth - 1 : 0] Sum,
  output [DataWidth - 1 : 0] Carry 
);
  assign Sum = Addend0 ^ Addend1 ^ Addend2;
  wire [DataWidth : 0] CarryMore = {(Addend0 & Addend2) | (Addend1 & Addend2) | (Addend0 & Addend1), 1'b0};
  assign Carry = CarryMore[DataWidth - 1 : 0];
  wire [DataWidth - 1 : 0] testsum0 = Addend0 + Addend1 + Addend2;
  wire [DataWidth - 1 : 0] testsum1 = Sum + Carry;
endmodule
```
`constraint.sdc`:
```
current_design CasAdder3_2

set clk_period 1.0
set clk_io_pct 0.2

create_clock -name clk0 -period $clk_period

set non_clock_inputs [all_inputs -no_clocks]
set_input_delay [expr $clk_period * $clk_io_pct] -clock clk0 $non_clock_inputs
set_output_delay [expr $clk_period * $clk_io_pct] -clock clk0 [all_outputs]
```
==> Changelog: implementation <==
## Flow update

* Aoi share at 0%
* Final setup fails at roughly 160
* Cell internal pwr at ~3.3 mW
* Reg area at 0 sq um
* Crit. End Element: output port
* Status: finished with violations
* Core area at roughly 57000 sq um
* Gr ovfl total at 0
* IO buf count at 639
* First-pass GRT wire length at 47.4 mm
* Largest net degree at the start of global routing at 2
* Worst path most repeated cell: buf_6
* Yosys simple share at 0%
* # IOs at approximately 640
* Combinational share of power at around 100%
* CP Launch Type: input port
* Yosys chip area at ~2600 sq um
* Final min period at approximately 1300 ps
* Max_cap viols at 0
* Hold_buf cts at 0
* Initial DRC Count at 87
* Max stage delay on crit path at 660 ps
* Number of warnings the tools reported at 34
* Initial antenna violation count at 1
* Post-Route WL at 37.2 mm
* Final hold violations at 0
* Mapped Cells at roughly 130
* Synth Warn # at 0
* N_diodes at 0
* Clock buffer count at 0
* Clock Power Share at 0%
* Post-CTS Setup Inserts at 0
* Met1 GRT Util at 12.1%
* Finished Cell Area at around 9200 sq um
* Core Density at Floorplan at approximately 4.5%
* Die Span X at 260 microns
* Met2 Use GR at between 15 and 20%
* Vias in the first global route at between 5000 and 6000
* CP startpoint: Addend0[18]
* Worst-case hold slack at ~710 ps
* Max Clk Rate at around 800 MHz
* Pwr dens at just under 600 nW/um^2
* Crit path buf inv count at 2
* RSZ-0062 raised after global routing: true
* Setup WS pre-CTS at -1150 ps
* Fa+ha+maj area frac at between 90% and 100%
* Share of cells above drive strength 1 at 99.7%
* Drt wl/cell at around 24 microns
* Setup ws final at -279 ps
* Sequential share of power at 0%
* Die height at between 200 and 300 microns
* Worst Hold Class: input port to output port
* Leak at between 4 and 5 nW
* HPWL after detailed placement at ~36 mm
* Peak VDD IR at 0.315 mV
* Post-synth cell types at 4
* MUX share of area at 0%
* Gr usage total at roughly a tenth
* Final Cycle Share at 128%
* Syn avg cell area at between 15 and 20 sq um
* Final total power at approximately 5.5 mW
* DP Area at about 10000 sq um
* DRC at 0
* Failing checks: setup timing
* Yosys Instances at 130
* Number of stages on the worst setup path at 3
* XORs/XNORs by Area at less than 1%
* CP Cell Sequence: buf_6 -> fa_2 -> buf_6
* Critical Path AT at 1080 ps
* Flop count at 0
* Fillers at roughly 6300
* Post-synthesis sequential area ratio at 0%
* GP Congestion at between 0.9 and 1
* Synth Cell Area at between 2000 and 3000 sq um
* Antenna Nets Post-Route at 0
* End of the critical path: Sum[18]
* Top comb family, area: adder cells
* Met3 Use GR at between 5 and 6%
* Slew Limit Fails at 0
* Crit-path leading delay family: adder cells
* Sw Ratio at 39.4%
* Vias/cell at between 2 and 3
* DR vias at approximately 4100
* Drt pass-1 iters at 4
* Layer with the highest usage: met2
* Switching power at about 2.1 mW
* Setup Crit Path Kind: input port to output port
* Crit-path max FO at 1
* Chip area at approximately 68000 sq um
* Area added between synthesis and finish at 255%
* Final Util at between 15 and 20%
* # rows at 87
* Crit path required time at 800 ps
* Slowest CP cell: fa_2
worst min path at each step:
stage           startpoint          to  slack, ps  cells past startpoint
CTS            Addend2[40]   Carry[41]        730                      3
global route  Addend0[109]  Carry[110]        730                      3
finish        Addend0[106]  Carry[107]        710                      3
cell families after synthesis:
family / Yosys count
other: 1
buffers and inverters: 1
xor gates and xnor gates: 1
adders and majority gates: 127
cell usage after synthesis:
master  count  area, sq um
fa_1      127         2540
buf_4       1         7.51
conb_1      1         3.75
xor3_1      1         23.8
power groups by stage:
stage	Combinational [mW]	Clock [mW]	Sequential (mW)
finish	5.45	0	0
CTS	5.52	0	0
global route	5.99	0	0
metrics by stage:
step	TNS, ps	std cells
after floorplan	0	130
after global placement	-200840	1524
after detailed placement	-200880	1524
after CTS	-24250	1524
after global routing	-25370	1524
final	-22750	1524
routing by layer:
layer / wire length, microns / part of all wire (%)
met1: 13700 / 37
met2: 18200 / 49
met3: 5000 / 13
met4: 357 / 0.96
met5: 13 / 0.035
timing repair:
action                                   CTS  global route
endpoints found under the setup margin   255           186
pin swaps                                128            72
resized                                 2638            88
cells in the final DEF (no fill, tap or decap):
cell type,Yosys,final
buf_2,0,336
buf_6,0,265
fa_2,0,127
buf_12,0,22
buf_8,0,13
buf_4,1,2
xor3_1,1,1
conb_1,1,1
clkbuf_2,0,1
final cells by class:
type / instances / area (sq um) / share of cell area (%)
Timing Repair Buffer: 639 / 5320 / 58.1
Multi-Input combinational cell: 129 / 2890 / 31.5
Tap cell: 756 / 946 / 10.3
Power is estimated from default activity; no workload was simulated.
